<file path="flow/design.v">
module dti_bincnt_ckprn
(
  input            clk,       
  input            reset_n,   
  input      [2:0] count_to,       
  input            load,           
  input            count_en,
  output reg       done            
);
reg [2:0] count;
reg [2:0] count_next;
always @(posedge clk or negedge reset_n) begin
  if(~reset_n) begin
    count <= 0;
    done  <= 0;
  end else begin
    count <= count_next;
    done  <= ~|count_next;
  end
end
always @* begin
  if(load) begin
    count_next = count_to;
  end else begin
    case ({count_en, done})
    2'b00, 2'b01, 2'b11: count_next = count;
    2'b10:               count_next = count - 1;
    endcase
  end
end
endmodule
</file>
<file path="flow/config.mk">
export PLATFORM = sky130hd
export DESIGN_NAME = dti_bincnt_ckprn
export DESIGN_NICKNAME = dti_bincnt_ckprn
export VERILOG_FILES = /design/flow/design.v
export SDC_FILE = /design/flow/constraint.sdc
export NUM_CORES = 4
export LEC_CHECK = 1
export CORE_AREA = 10 10 70 70
export DIE_AREA = 0 0 80 80
</file>
<file path="flow/constraint.sdc">
current_design dti_bincnt_ckprn

set clk_period 1.8
set clk_io_pct 0.2

create_clock -name clk0 -period $clk_period [get_ports {clk}]

set non_clock_inputs [all_inputs -no_clocks]
set_input_delay [expr $clk_period * $clk_io_pct] -clock clk0 $non_clock_inputs
set_output_delay [expr $clk_period * $clk_io_pct] -clock clk0 [all_outputs]
</file>
<file path="flow/run.sh">
#!/bin/bash
# OpenROAD 26Q1-2900-gdf79404cd8, Yosys 0.63+post, stock flow scripts
make -C /OpenROAD-flow-scripts/flow DESIGN_CONFIG=/design/flow/config.mk WORK_HOME=/design/flow/orfs finish
</file>
==> flow_metrics.env <==
# implementation run metrics
export IMPL_seqCellArea_um2=100.1
export IMPL_fin_crit_ns=1.473
export IMPL_syn_inst=24
export IMPL_area_leaders="dfrtp_1 (37%), xnor2_1 (6.5%), mux2_4 (5.6%), nand2b_4 (5.1%), and4bb_1 (4.7%)"
export IMPL_die_x_um=80
export IMPL_cts_path_max_buffers=2
export IMPL_numClockSinks=4
export IMPL_fmax_ghz=0.6791
export IMPL_first_global_vias=225
export IMPL_grt_max_degree=7
export IMPL_grt_first_pass_wirelength_um=993
export IMPL_power_share_switching=0.2679
export IMPL_crit_slowest_cell="clkdlybuf4s50_1"
export IMPL_routed_wirelength_um=656
export IMPL_routed_via_density=2.525
export IMPL_place_congestion=0.7952
export IMPL_insertedDiodeCount=0
export IMPL_drt_first_pass_iters=3
export IMPL_fill_cells=404
export IMPL_route_antenna_remaining_nets=0
export IMPL_rrSetupSlack_ns=0.43
export IMPL_power_switching_mw=0.09096
export IMPL_post_dp_hpwl_um=540
export IMPL_ys_cells=24
export IMPL_cts_clk_slew_worst_paths_ns=0.04
export IMPL_numPortBuffers=7
export IMPL_htreeDepth=1
export IMPL_io_pins=8
export IMPL_clkLatencyLatePin_ns=0.23
export IMPL_dpl_cell_count=77
export IMPL_core_um2=3416
export IMPL_internal_power_mw=0.2486
export IMPL_ys_seq_share=0.3738
export IMPL_slowest_delay_ns=0.57
export IMPL_finalHoldViolCount=0
export IMPL_dieArea_um2=6400
export IMPL_drc_errors=0
export IMPL_status="finished, final reports clean"
export IMPL_finalClockPeriodUsage=0.8181
export IMPL_relSlewSlack=0.8696
export IMPL_cts_buffers=3
export IMPL_clock_root_buffer="clkbuf_4"
export IMPL_edf_count=0
export IMPL_hold_buffers=0
export IMPL_yosys_area_um2=267.8
export IMPL_overflow=0
export IMPL_post_cts_setup_buffer_count=0
export IMPL_rsz0062_at_grt="false"
export IMPL_ys_async_sr_fraction=1.000
export IMPL_num_rows=21
export IMPL_tightest_slew_ns=0.1949
export IMPL_avgSynthCellArea_um2=11.16
export IMPL_drv_slew=0
export IMPL_drt_iter0_drc=4
export IMPL_reg2reg_from="count[0]"
export IMPL_crit_path_max_fanout=4
export IMPL_p_leak_nw=0.1610
export IMPL_synth_most_common_cell="dfrtp_1"
export IMPL_cts_repair_resized=0
export IMPL_dieHeight_um=80
export IMPL_cts_tree="built"
export IMPL_area_growth_pct=54.67
export IMPL_syn_area_um2=267.8
export IMPL_drv_cap=0
export IMPL_vias=202
export IMPL_setup_violations=0
export IMPL_warnings=25
export IMPL_fin_tns_setup_ns=0
export IMPL_seqPwrFrac=0.352
export IMPL_drive_gt1_frac=0.2059
export IMPL_skew_ns=0.001164
export IMPL_r2r_end="done"
export IMPL_powerDensity_nw_per_um2=820.0
export IMPL_crit_type="in2reg"
export IMPL_endpoint_kind="flip-flop"
export IMPL_critPathRequiredTime_ns=1.91
export IMPL_flop_cell="dfrtp_1"
export IMPL_synth_cell_types=18
export IMPL_ys_warn_count=1
export IMPL_combPwrFrac=0.328
export IMPL_grt_usage=0.01948
export IMPL_ir_drop_uv=160.4
export IMPL_cp_start_kind="primary input"
export IMPL_synth_top_cell_by_area="dfrtp_1"
export IMPL_design_area_um2=414.1
export IMPL_antenna_found_initial=0
export IMPL_top_cells_by_count="dfrtp_1 (4), inv_1 (2), nand2_1 (2), xnor2_1 (2)"
export IMPL_arrival_ns=1.59
export IMPL_final_instance_count_excl_fill=80
export IMPL_synth_top_area_share=0.3738
export IMPL_clockPowerShare=0.320
export IMPL_wire_per_inst_um=8.200
export IMPL_hold_path_class="in2async"
export IMPL_cp_cell_sequence="clkdlybuf4s50_1, and4bb_1, a22o_1, o221a_1"
export IMPL_reg2reg_depth=4
export IMPL_synth_seq_cells=4
export IMPL_initial_utilization=0.07839
export IMPL_dpl_cell_area_um2=391.6
export IMPL_comb_area_um2=148.9
==> worst max-delay path: cells and delay by family <==
family | cells | cell delay [ns]
AND/OR/NAND/NOR | 1 | 0.24
buffers and inverters | 1 | 0.57
AND-OR/OR-AND | 2 | 0.42
==> final cells by class <==
| class | count | area share |
|---|---|---|
| flip-flops and latches | 4 | 0.2417 |
| repair buffers | 8 | 0.1873 |
| inverters | 2 | 0.01813 |
| clock buffers | 3 | 0.05438 |
| multi-input cells | 17 | 0.3595 |
| well taps | 46 | 0.1390 |
==> sequential cells by signal, indices dropped and copies added, names as in the netlist <==
register  flops
count         3
done          1
==> power groups by stage <==
| stage | clock network (mW) | logic, mW | registers [mW] |
|---|---|---|---|
| 5_1_grt | 0.121 | 0.121 | 0.123 |
| 4_1_cts | 0.116 | 0.111 | 0.120 |
| 6_report | 0.109 | 0.111 | 0.120 |
==> routing by layer <==
layer,track usage,vias to the layer above,routed length [µm]
met2,0.01766,8,193
li1,-,104,-
met4,0.01232,0,29
met5,0,-,0
met1,0.03002,88,350
met3,0.01136,2,83
==> metrics by stage <==
stage	power [mW]	hold WS, ns	util	worst slack [ns]
global placement	0.2294	0.5686	0.1147	0.1127
CTS	0.3469	0.3181	0.1212	0.3380
global route	0.3656	0.3221	0.1212	0.3041
detailed placement	0.2296	0.5710	0.1147	0.1141
floorplan	0.1923	0.06441	-	0.4987
finish	0.3396	0.3233	0.1212	0.3274
==> how the worst max path moves through the flow <==
stage | start | endpoint | slack (ns) | cells after the start
CTS | done | done | 0.34 | 1
global route | done | done | 0.30 | 1
finish | load | done | 0.33 | 4
==> cells in the final DEF, fill, tap and decap left out <==
cell and instances:
buf_4 1, and4bb_1 1, nor3b_1 1, o221a_1 1
nand2_1 2, nand3b_1 1, xnor2_1 2, clkdlybuf4s50_1 7
mux2_2 1, o21ai_0 1, inv_1 2, xor2_1 1
ha_1 1, clkbuf_4 3, nand2b_4 1, dfrtp_1 4
a22o_1 1, mux2_4 1, nor3_1 1, o21ai_1 1
==> kinds of logic after synthesis <==
family | after synthesis | share of synthesized area
simple gates | 7 | 0.2009
buf+inv | 3 | 0.07010
compound gates | 4 | 0.1121
mux | 2 | 0.09811
flops | 4 | 0.3738
xor+xnor | 3 | 0.09815
fa+ha+maj | 1 | 0.04672
Power and IR drop assume default switching activity.
