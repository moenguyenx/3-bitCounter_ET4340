## run.sh

```bash
#!/bin/bash
# OpenROAD 26Q1-2900-gdf79404cd8, Yosys 0.63+post, stock flow scripts
make -C /OpenROAD-flow-scripts/flow DESIGN_CONFIG=/design/flow/config.mk WORK_HOME=/design/flow/orfs finish
```

## config.mk

```make
export PLATFORM = sky130hd
export DESIGN_NAME = Counter
export DESIGN_NICKNAME = Counter
export VERILOG_FILES = /design/flow/design.v
export SDC_FILE = /design/flow/constraint.sdc
export NUM_CORES = 4
export LEC_CHECK = 1
export CORE_AREA = 10 10 70 70
export DIE_AREA = 0 0 80 80
```

## constraint.sdc

```tcl
current_design Counter

set clk_period 1.2
set clk_io_pct 0.2

create_clock -name clk0 -period $clk_period [get_ports {clk}]

set non_clock_inputs [all_inputs -no_clocks]
set_input_delay [expr $clk_period * $clk_io_pct] -clock clk0 $non_clock_inputs
set_output_delay [expr $clk_period * $clk_io_pct] -clock clk0 [all_outputs]
```

## design.v

```verilog
module Counter (
  input clk,                   
  input reset_n,               
  input [2:0] count_to,        
  input load,                  
  input count_en,              
  output reg done,             
  output reg [2:0] count       
);
  always @(posedge clk or negedge reset_n) begin
    if (~reset_n) begin
      count <= 3'b0;
      done <= 1'b0;
    end else if (load) begin
      count <= count_to;
      done <= 1'b0;
    end else if (count_en) begin
      if (count == 3'b0) begin
        done <= 1'b1;   
      end else begin
        count <= count - 1;   
        done <= 1'b0;         
      end
    end
  end
endmodule
```

==> results.json <==
{
  "comb_power_share": 0.362,
  "yosys-stat-area_um2": 249.0,
  "clock_path_buffers": 2,
  "ys_cells": 27,
  "vdd_ir_drop_max_v": 0.0001614,
  "mostFrequentLayoutCells": "clkdlybuf4s50_1 (6), nand2_1 (4), dfrtp_1 (4), clkbuf_4 (3), dlygate4sd2_1 (3)",
  "lay_top_count": "clkdlybuf4s50_1",
  "ios": 11,
  "gp_routability_congestion": 0.7274,
  "crit_required_ps": 1350,
  "postLayoutSetupSlackWorst_ps": -11.92,
  "drt-vias-per-instance": 2.831,
  "p_clk_frac": 0.319,
  "slew_headroom": 0.7985,
  "fmax_mhz": 825.1,
  "fin_tns_setup_ps": -11.92,
  "netlist_top_cells_area": "dfrtp_1 (40%), ha_1 (10%), nand2_1 (6.0%)",
  "warnings": 27,
  "syn-cell-area_um2": 249.0,
  "cp_max_fo": 4,
  "dieArea_um2": 6400,
  "grt_max_degree": 9,
  "period_minus_slack_ps": 1212,
  "finClkSkew_ps": 1.385,
  "track_usage": 0.01971,
  "rows": 21,
  "hold_violations": 0,
  "core_um2": 3416,
  "io_buffers": 10,
  "intPower_uw": 370.8,
  "areaGrowthSynthToFinish_pct": 92.46,
  "setup_viol": 1,
  "fin_cells": 89,
  "wl_per_cell_um": 8.281,
  "fp_util": 0.07289,
  "arrival_ps": 1360,
  "numPlacedInstances": 83,
  "insertion_delay_ps": 230,
  "drc": 0,
  "vias": 252,
  "status": "finished with violations",
  "diodes": 0,
  "wl_met3_um": 76,
  "p_sw_uw": 132.5,
  "place_area_um2": 410.4,
  "yosys.area.top_type": "dfrtp_1",
  "postSynthCellCount": 27,
  "cp-start-kind": "flop",
  "first_pass_iters": 3,
  "post-route-util": 0.1403,
  "synth_cell_types": 17,
  "cts_root_buffer": "clkbuf_4",
  "fin_area_um2": 479.2,
  "grt_pass1_wl_um": 1069,
  "power_density_nw_per_um2": 1050,
  "rsz0062_at_grt": "true",
  "cp-end-kind": "flop",
  "wl_met2_um": 352,
  "slowest_stage": "dfrtp_1",
  "critPathTopFamily": "flip-flops",
  "drv_cap": 0,
  "top_layer": "met4",
  "antenna_found_initial": 0,
  "path_class": "reg2reg",
  "grt.overflow.total": 0,
  "drt-met1-wl_um": 294,
  "finalMaxSlewViolations": 0,
  "numSynthFlops": 4,
  "worstPathCellList": "buf_4, inv_4, ha_4, nand2b_4, a31o_1, o21ai_1",
  "critPathMaxStageDelay_ps": 370,
  "violations": "negative setup slack",
  "switching_share": 0.2633,
  "power.share.sequential": 0.319,
  "crit_buf_inv": 2,
  "die_x_um": 80,
  "layout-drive-gt1-share": 0.2791,
  "p_leak_uw": 0.0002062,
  "drtIter0Drc": 2,
  "avgSynthCellArea_um2": 9.222,
  "grt_pass1_vias": 283,
  "cts.sinks": 4,
  "cts.htree.levels": 1,
  "min_path_type": "in2async",
  "cts_tree": "done",
  "wl_um": 737,
  "dieHeight_um": 80,
  "antenna_left": 0,
  "final.period_utilization": 1.010,
  "synth_seq_share": 0.4020,
  "cts_buffers": 3,
  "tightest_slew_ps": 301.3,
  "hold_buffers": 0,
  "yosys_warnings": 1,
  "clk_pin_slew_ps": 30,
  "synth.top_cell.area_share": 0.4020
}
==> kinds of logic after synthesis <==
group,Yosys count,share of synthesized area
simple gates,11,0.2613
flops,4,0.4020
compound gates,6,0.1507
mux,1,0.04020
fa+ha+maj,2,0.1005
buf+inv,3,0.04522
==> metrics by stage <==
step           hold WS (ps)  worst slack [ps]  total power [uW]
3_5_place_dp          458.9            -100.8             300.3
5_1_grt               223.2            -67.26             541.3
2_1_floorplan        -55.59             49.57             227.5
6_report              216.4            -11.92             503.3
4_1_cts               210.1             2.207             503.2
3_3_place_gp          452.7            -87.60             298.6
==> worst reg2reg max path: stages, from the launching register on <==
cell and delay, ps:
dfrtp_1 370, buf_4 150, inv_4 60, ha_4 140
nand2b_4 70, a31o_1 200, o21ai_1 140
==> layer usage <==
layer	vias up	GRT usage
li1	125	-
met2	8	0.03371
met4	0	0.01056
met5	-	0
met3	2	0.009091
met1	117	0.01935
==> worst paths after layout <==
kind	startpoint	to	slack, ps	cells after the start
min in group clk0	done$_DFFE_PN0P_	done$_DFFE_PN0P_	540	2
max	count[1]$_DFFE_PN0P_	count[1]$_DFFE_PN0P_	-10	6
min	reset_n	done$_DFFE_PN0P_	220	1
max in group asynchronous	reset_n	count[0]$_DFFE_PN0P_	810	1
min reg2reg	done$_DFFE_PN0P_	done$_DFFE_PN0P_	540	2
max reg2reg	count[1]$_DFFE_PN0P_	count[1]$_DFFE_PN0P_	-10	6
==> state kept, by name, summed over array words and instances (netlist names) <==
register and cells:
count 3, done 1
==> cell usage after synthesis <==
master,instances
o21ai_1,1
mux2i_1,1
inv_1,2
a21oi_1,2
nand2b_1,1
nand3_1,1
ha_1,2
a31o_1,1
clkbuf_1,1
nand3b_1,1
dfrtp_1,4
a211o_1,1
nand2b_4,1
o21ai_0,1
nor2_1,2
nand2_1,4
nand3_2,1
==> area by class of cell <==
| class | instances | area, um2 |
|---|---|---|
| fill | 396 | 2937 |
| multi-input combinational | 20 | 150.1 |
| timing repair buffer | 14 | 133.9 |
| sequential | 4 | 100.1 |
| tap | 46 | 57.56 |
| clock buffer | 3 | 22.52 |
| inverter | 2 | 15.01 |
==> power by group through the flow <==
stage     Combinational (uW)  Clock [uW]  Sequential (uW)
4_1_cts                  174         170              159
6_report                 182         161              160
5_1_grt                  203         176              162
==> repair_timing <==
action / 4_1_cts / 5_1_grt
setup buffers: 3 / 0
setup endpoints to repair: 6 / 3
resized: 12 / 3
pin swaps: 2 / 3
Power is estimated from default activity; no workload was simulated.
